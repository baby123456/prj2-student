[config.mk]
export PLATFORM = sky130hd
export DESIGN_NAME = axi_lite_if
export DESIGN_NICKNAME = axi_lite_if
export VERILOG_FILES = /design/flow/design.v
export SDC_FILE = /design/flow/constraint.sdc
export NUM_CORES = 4
export LEC_CHECK = 1
export CORE_UTILIZATION = 40
[constraint.sdc]
current_design axi_lite_if

set clk_period 9.3
set clk_io_pct 0.2

create_clock -name clk0 -period $clk_period [get_ports {S_AXI_ACLK}]

set non_clock_inputs [all_inputs -no_clocks]
set_input_delay [expr $clk_period * $clk_io_pct] -clock clk0 $non_clock_inputs
set_output_delay [expr $clk_period * $clk_io_pct] -clock clk0 [all_outputs]
[design.v]
module axi_lite_if #(
  parameter ADDR_WIDTH = 13
)(
  input wire	S_AXI_ACLK,
  input wire	S_AXI_ARESETN,
  input  wire [14 - 1:0] S_AXI_AWADDR,
  input  wire                          S_AXI_AWVALID,
  output wire                          S_AXI_AWREADY,
  input  wire [32-1:0] S_AXI_WDATA,
  input  wire [32/8-1:0] S_AXI_WSTRB,
  input  wire                          S_AXI_WVALID,
  output wire                          S_AXI_WREADY,
  output wire [1:0]                    S_AXI_BRESP,
  output wire                          S_AXI_BVALID,
  input  wire                          S_AXI_BREADY,
  input  wire [14 - 1:0] S_AXI_ARADDR,
  input  wire                          S_AXI_ARVALID,
  output wire                          S_AXI_ARREADY,
  output wire [32-1:0] S_AXI_RDATA,
  output wire [1:0]                    S_AXI_RRESP,
  output wire                          S_AXI_RVALID,
  input  wire                          S_AXI_RREADY,
  output wire [ADDR_WIDTH - 3:0]	   AXI_Address,
  output wire [31:0]                   AXI_Write_data,
  output wire                          AXI_MemWrite,
  output wire                          AXI_MemRead,
  input  wire [31:0]                   AXI_Read_data,
  output reg                           mips_rst
);
reg                           axi_rvalid;
reg [32-1:0] axi_rdata;
reg [1:0]					  axi_rresp;
wire                           axi_bvalid;
reg [1:0]                     axi_bresp;
reg                           axi_awready;
reg                           axi_wready;
reg                           axi_arready;
wire [ADDR_WIDTH - 3:0]		  wr_addr;
wire [ADDR_WIDTH - 3:0] 	  rd_addr;
wire 						  mips_rst_sel;
wire						  mips_rst_wdata;
assign S_AXI_AWREADY = axi_awready;
assign S_AXI_WREADY  = axi_wready;
assign S_AXI_BRESP  = axi_bresp;
assign S_AXI_BVALID = axi_bvalid;
assign S_AXI_ARREADY = axi_arready;
assign S_AXI_RDATA  = axi_rdata;
assign S_AXI_RVALID = axi_rvalid;
assign S_AXI_RRESP  = axi_rresp;
  always @( posedge S_AXI_ACLK )
  begin
	  if(S_AXI_ARESETN == 1'b0)
		  axi_awready <= 1'b0;
	  else
	  begin
		  if (~axi_awready && S_AXI_AWVALID && S_AXI_WVALID)
			  axi_awready <= 1'b1;
		  else
			  axi_awready <= 1'b0;
	  end
  end
  always @( posedge S_AXI_ACLK )
  begin
    if ( S_AXI_ARESETN == 1'b0 )
        axi_wready <= 1'b0;
    else
      begin
        if (~axi_wready && S_AXI_WVALID && S_AXI_AWVALID)
            axi_wready <= 1'b1;
        else
            axi_wready <= 1'b0;
      end
  end
  assign wren = ~axi_awready & ~axi_wready & S_AXI_AWVALID & S_AXI_WVALID;
  assign AXI_MemWrite = ~S_AXI_AWADDR[13] & wren;
  assign AXI_Write_data =  {32{AXI_MemWrite}} & S_AXI_WDATA;
  assign wr_addr = {ADDR_WIDTH-2{AXI_MemWrite}} & S_AXI_AWADDR[ADDR_WIDTH-1:2];
  assign mips_rst_sel = S_AXI_AWADDR[13] & (~|S_AXI_AWADDR[ADDR_WIDTH-1:2]) & wren; 
  assign mips_rst_wdata = ~S_AXI_WDATA[0];
  always @( posedge S_AXI_ACLK )
  begin
    if (S_AXI_ARESETN == 1'b0)
        mips_rst <= 1'b1;
    else if (mips_rst_sel)
        mips_rst <= mips_rst_wdata;
	else
        mips_rst <= mips_rst;
  end 
reg [7:0] bvalid_cnt;
  always @( posedge S_AXI_ACLK )
  begin
    if ( S_AXI_ARESETN == 1'b0 )
      begin
        bvalid_cnt <= 0;
        axi_bresp   <= 2'b0;
      end
    else
      begin
        if (axi_awready && S_AXI_AWVALID && axi_wready && S_AXI_WVALID)
          begin
            if(S_AXI_BREADY && axi_bvalid)
                bvalid_cnt <= bvalid_cnt;
            else
                bvalid_cnt <= bvalid_cnt + 1;
            axi_bresp  <= 2'b0;  
          end                    
        else
          begin
            if (S_AXI_BREADY && axi_bvalid)
              begin
                bvalid_cnt <= bvalid_cnt - 1;
              end
          end
      end
  end
assign axi_bvalid  = |(bvalid_cnt);
  always @( posedge S_AXI_ACLK )
  begin
    if ( S_AXI_ARESETN == 1'b0 )
        axi_arready <= 1'b0;
    else
      begin
        if (~axi_arready && S_AXI_ARVALID)
            axi_arready <= 1'b1;
        else
            axi_arready <= 1'b0;
      end
  end
  always @( posedge S_AXI_ACLK )
  begin
    if ( S_AXI_ARESETN == 1'b0 )
      begin
        axi_rvalid <= 1'd0;
        axi_rresp  <= 2'd0;
      end
    else
      begin
        if (~axi_arready && S_AXI_ARVALID && ~axi_rvalid)
          begin
            axi_rvalid <= 1'b1;
            axi_rresp  <= 2'b00;  
          end
        else if (axi_rvalid && S_AXI_RREADY)
            axi_rvalid <= 1'b0;
      end
  end
  always @( posedge S_AXI_ACLK )
  begin
    if ( S_AXI_ARESETN == 1'b0 )
        axi_rdata <= {32{1'b0}};
    else if(~axi_arready & S_AXI_ARVALID)
        axi_rdata <= ({32{~S_AXI_ARADDR[13]}} & AXI_Read_data);
	else
        axi_rdata <= axi_rdata;
  end
assign	AXI_MemRead = ~S_AXI_ARADDR[13] && ~axi_arready && S_AXI_ARVALID;
assign	rd_addr = {ADDR_WIDTH-2{AXI_MemRead}} & S_AXI_ARADDR[ADDR_WIDTH - 1:2];
assign  AXI_Address = wr_addr | rd_addr;
endmodule
[run.sh]
#!/bin/bash
# OpenROAD 26Q1-2900-gdf79404cd8, Yosys 0.63+post, stock flow scripts
make -C /OpenROAD-flow-scripts/flow DESIGN_CONFIG=/design/flow/config.mk WORK_HOME=/design/flow/orfs finish
==> results.sh <==
# implementation run metrics
export IMPL_drive_gt1_share_pct=4.73
export IMPL_synth_avg_cell_area_sq_um=8.19
export IMPL_slew_viol_final=0
export IMPL_rows=28
export IMPL_async_reset_ff_share_pct=0
export IMPL_ys_sh_xor_pct=1.44
export IMPL_cts_sinks=45
export IMPL_yosysCellCount=298
export IMPL_rr_startpoint="axi_wready$_SDFF_PN0_"
export IMPL_grt_max_degree=68
export IMPL_outcome="completed"
export IMPL_critPathCaptureType="output pin"
export IMPL_h_tree_depth=2
export IMPL_maxUsedRoutingLayer="met4"
export IMPL_synth_flops=45
export IMPL_leakagePower_nw=1.63
export IMPL_fp_util_pct=41.2
export IMPL_port_buffers=177
export IMPL_worstHoldStart="axi_rdata[14]$_SDFFE_PN0P_"
export IMPL_grt_pass1_vias=2379
export IMPL_clk_pin_slew_ns=0.07
export IMPL_setup_viol=0
export IMPL_fin_crit_sh_pct=64.3
export IMPL_rsz0062_at_grt="false"
export IMPL_cts_hold_fix_buffers=0
export IMPL_die_x_um=80.1
export IMPL_top_cells_by_area="dfxtp_1 37%, nor3b_1 10%, and2_1 8.2%"
export IMPL_relSlewSlack_pct=47.8
export IMPL_wl_per_cell_um=13.6
export IMPL_finalSetupTns_ns=0
export IMPL_hold_path_depth=2
export IMPL_place_ws_ns=3.34
export IMPL_max_cap_violations=0
export IMPL_ys_area_sq_um=2440
export IMPL_diodes=0
export IMPL_synth_area_sq_um=2440
export IMPL_crit_fanout=67
export IMPL_dr_wl_met3_um=438
export IMPL_synthAoiAreaFrac_pct=17.9
export IMPL_yosysTopAreaCell="dfxtp_1"
export IMPL_ff_type="dfxtp_1"
export IMPL_seqCellArea_sq_um=901
export IMPL_crit_type="in2out"
export IMPL_n_fill_cell=466
export IMPL_post_cts_buffers=0
export IMPL_synthCells=298
export IMPL_root_buffer="clkbuf_8"
export IMPL_track_usage_pct=23.2
export IMPL_cts_buffers=5
export IMPL_top_area_share_pct=36.9
export IMPL_overflow=0
export IMPL_area_delta_synth_final_pct=78.5
export IMPL_cts_path_max_buffers=2
export IMPL_mux_area_share_pct=2.10
export IMPL_hold_path_class="reg2reg"
export IMPL_firstDrtPassIters=7
export IMPL_coreArea_sq_um=5920
export IMPL_openroad_warnings=34
export IMPL_antenna_found_initial=0
export IMPL_chipHeight_um=80.1
export IMPL_worst_hold_slack_ns=0.489
export IMPL_ff2ff_path_depth=7
export IMPL_logic_area_sq_um=1420
export IMPL_rrSetupSlack_ns=6.43
export IMPL_peakVddDrop_mv=0.165
export IMPL_vias=2683
export IMPL_clk_latency_ns=0.29
export IMPL_gp_congestion=0.828
export IMPL_timing_fmax_mhz=167
export IMPL_ys_sh_adder_pct=3.90
export IMPL_ioPinCount=190
export IMPL_post_synth_and_or_nand_nor_area_fraction_pct=31.9
export IMPL_drt_vias_per_instance=4.97
export IMPL_fin_ws_ns=3.32
export IMPL_ant_nets=0
export IMPL_start_kind="primary input"
export IMPL_synth_edff_count=0
export IMPL_cts_tree="yes"
export IMPL_synth_cell_types=43
export IMPL_rr_endpoint="bvalid_cnt[7]$_SDFFE_PN0P_"
export IMPL_wl_met2_um=3510
export IMPL_hold_end="axi_rdata[14]$_SDFFE_PN0P_"
export IMPL_pwr_density_cell_nw_per_um2=158
export IMPL_cp_arrival_ns=4.12
export IMPL_ctsResizeCount=0
export IMPL_chipArea_sq_um=6420
export IMPL_grt_pass1_wl_um=11400
export IMPL_wl_um=7360
export IMPL_top_logic_kind="simple AND/OR/NAND/NOR gates"
export IMPL_min_period_ns=5.98
export IMPL_tightest_slew_ns=0.777
export IMPL_met1_length_um=3290
export IMPL_drc=0
export IMPL_hold_viol_final=0
export IMPL_synth_seq_share_pct=36.9
export IMPL_ys_warn_count=2
export IMPL_dp_hpwl_um=5580
export IMPL_cp_required_ns=7.44
export IMPL_drtIter0Drc=104
export IMPL_clock_skew_ns=0.0103
flip-flops by register name, summed over array words and instances (netlist names):
name / flops
axi_rdata: 32
bvalid_cnt: 8
axi_arready: 1
axi_awready: 1
axi_rvalid: 1
axi_wready: 1
mips_rst: 1
power breakdown:
part	switching, W	internal [W]	total [W]	leakage (nW)
Sequential	0.0000214	0.000215	0.000237	0.368
Combinational	0.000140	0.000170	0.000310	1.21
Clock	0.0000644	0.0000782	0.000143	0.0540
Total	0.000226	0.000463	0.000689	1.63
routing by layer:
metal | vias up | track usage (%)
met5 | - | 0
met4 | 0 | 3.75
met3 | 16 | 5.07
met2 | 105 | 38.2
met1 | 1185 | 32.1
li1 | 1377 | -
critical path, stage by stage:
cell and delay, ns:
clkdlybuf4s50_1 0.47, nand2b_2 0.05, buf_4 0.31, nor2_1 0.67, a22o_1 0.26, clkdlybuf4s50_1 0.48
final cells by class:
cell class	instances	share of cell area (%)
Multi-Input combinational cell	224	32.7
Timing Repair Buffer	182	41.5
Clock buffer	5	1.58
Clock inverter	2	0.804
Sequential cell	45	20.7
Inverter	7	0.603
Tap cell	75	2.15
synthesized netlist by cell type, drive strengths merged, types with 2 or more instances:
cell type	n
clkbuf	16
a22o	11
a21o	2
nand4	2
buf	9
a31oi	2
or2	2
dfxtp	45
o41ai	2
xnor2	4
a21oi	36
nand2	5
a211oi	5
ha	6
o2111ai	2
nor2	46
o21ai	5
nor3b	33
mux2i	4
nor4	7
inv	7
and2	32
cell usage in the layout (no fill, tap or decap), types with 5 or more instances in the layout:
| cell type | n |
|---|---|
| buf_4 | 5 |
| ha_1 | 6 |
| nor2_1 | 46 |
| nor4_1 | 6 |
| nor3b_1 | 33 |
| clkbuf_8 | 5 |
| and2_1 | 32 |
| inv_1 | 5 |
| dfxtp_1 | 45 |
| nand2_1 | 5 |
| clkdlybuf4s50_1 | 177 |
| a22o_1 | 11 |
| a21oi_1 | 36 |
stage by stage:
| step | cells | total power [W] | util [%] | area (sq um) |
|---|---|---|---|---|
| after floorplan | 301 | 0.000436 | - | 2450 |
| after global placement | 533 | 0.000542 | 71.9 | 4250 |
| after detailed placement | 533 | 0.000547 | 71.9 | 4250 |
| after CTS | 540 | 0.000691 | 73.6 | 4360 |
| after global routing | 540 | 0.000736 | 73.6 | 4360 |
| final | 540 | 0.000689 | 73.6 | 4360 |
kinds of logic (layout without fill, tap and decap cells):
logic type | count (synthesis) | in the layout
AND/OR/NAND/NOR | 136 | 136
multiplexers | 5 | 5
flip-flops | 45 | 45
AND-OR/OR-AND | 68 | 68
adder cells (fa/ha/maj) | 7 | 7
XOR/XNOR | 4 | 4
buffers and inverters | 32 | 196
other | 1 | 4
worst max-delay path by stage:
stage            startpoint                  to  slack (ns)  cells past startpoint
finish        S_AXI_ARVALID      AXI_Address[3]        3.32                      6
global route  S_AXI_AWVALID      AXI_Address[4]        3.07                      6
CTS            S_AXI_WVALID  AXI_Write_data[24]        3.35                      6
Power figures rest on the tool's default switching activity, not on a simulated workload.
